===== design/flow/config.mk =====
export PLATFORM = sky130hd
export DESIGN_NAME = top
export DESIGN_NICKNAME = top
export VERILOG_FILES = /design/flow/design.v
export SDC_FILE = /design/flow/constraint.sdc
export NUM_CORES = 4
export LEC_CHECK = 1
export CORE_UTILIZATION = 50

===== design/flow/constraint.sdc =====
current_design top

set clk_period 5.5
set clk_io_pct 0.2

create_clock -name clk0 -period $clk_period [get_ports {clk}]

set non_clock_inputs [all_inputs -no_clocks]
set_input_delay [expr $clk_period * $clk_io_pct] -clock clk0 $non_clock_inputs
set_output_delay [expr $clk_period * $clk_io_pct] -clock clk0 [all_outputs]

===== design/flow/design.v =====
module counter #(
    parameter int LIMIT = 4
)(
    input  logic clk,
    input  logic rst_n,
    input  logic enabled,
    output logic overflow
);
logic [31:0] value, value_nxt;
always_ff @(posedge clk or negedge rst_n) begin
    if (!rst_n)
        value <= 'b0;
    else
        value <= value_nxt;
end
always_comb begin
    value_nxt = value;
    overflow  = 1'b0;
    if (enabled) begin
        if (value == LIMIT) begin
            value_nxt = 'b0;
            overflow  = 1'b1;
        end else begin
            value_nxt = value + 1;
        end
    end
end
endmodule
module top (
    input  logic       clk,
    input  logic       rst_n,
    input  logic [7:0] din,
    output logic       tx_buf,
    output logic       tx_done_tick_buf,
    output logic       tx
);
    logic s_tick;
    logic tx_start;
    logic tx_done_tick;
    counter #(
        .LIMIT(16)
    ) u_counter_s_tick (
        .clk(clk),
        .rst_n(rst_n),
        .enabled(1'b1),
        .overflow(s_tick)
    );
    counter #(
        .LIMIT(4096)
    ) u_counter_tx_start (
        .clk(clk),
        .rst_n(rst_n),
        .enabled(~tx_done_tick),  
        .overflow(tx_start)
    );
    uart_tx #(
        .DBIT(8),
        .SB_TICK(16)
    ) u_uart_tx (
        .clk(clk),
        .rst_n(rst_n),
        .tx_start(tx_start),
        .s_tick(s_tick),
        .din(din),
        .tx_done_tick(tx_done_tick),
        .tx(tx)
    );
    uart_tx_out_buffer u_uart_tx_out_buffer (
        .tx_done_tick_in(tx_done_tick),
        .tx_in(tx),
        .rst_n(rst_n),
        .clk(clk),
        .tx_out(tx_buf),
        .tx_done_tick_out(tx_done_tick_buf)
    );
endmodule
module uart_tx #(
    parameter DBIT = 8,  
    parameter SB_TICK = 16  
) (
    input logic clk,
    input logic rst_n,
    input logic tx_start,
    input logic s_tick,
    input logic [7:0] din,
    output logic tx_done_tick,
    output logic tx
);
typedef enum logic [1:0] {
    IDLE,
    START,
    DATA,
    STOP
} state_t;
state_t state, state_nxt;
logic [3:0] s, s_nxt;  
logic [2:0] n, n_nxt;  
logic [7:0] b, b_nxt;  
always_ff @(posedge clk, negedge rst_n)
    if (!rst_n) begin
        state <= IDLE;
        s <= 0;
        n <= 0;
        b <= 0;  
    end else begin
        state <= state_nxt;
        s <= s_nxt;
        n <= n_nxt;
        b <= b_nxt; 
    end
always_comb begin
    state_nxt = state;
    s_nxt = s;
    n_nxt = n;
    b_nxt = b;
    case (state)
        IDLE: begin
            if (tx_start) begin
                state_nxt = START;
                s_nxt = 0;
                b_nxt = din;
            end
        end
        START: begin
            if (s_tick) begin
                if (s == 15) begin
                    state_nxt = DATA;
                    s_nxt = 0;
                    n_nxt = 0;
                end else begin
                    s_nxt = s + 1;
                end
            end
        end
        DATA: begin
            if (s_tick) begin
                if (s == 15) begin
                    s_nxt = 0;
                    b_nxt = b >> 1;
                    if (n == (DBIT - 1)) begin
                        state_nxt = STOP;
                    end else begin
                        n_nxt = n + 1;
                    end
                end else begin
                    s_nxt = s + 1;
                end
            end
        end
        STOP: begin
            if (s_tick) begin
                if (s == (SB_TICK - 1)) begin
                    state_nxt = IDLE;
                end else begin
                    s_nxt = s + 1;
                end
            end
        end
    endcase
end
always_comb begin
    tx_done_tick = 1'b0;
    case (state)
        IDLE: begin
            tx = 1'b1;
        end
        START: begin
            tx = 1'b0;
        end
        DATA: begin
            tx = b[0];
        end
        STOP: begin
            tx = 1'b1;
            if (s_tick) begin
                if (s == (SB_TICK - 1)) begin
                    tx_done_tick = 1'b1;
                end
            end
        end
    endcase
end
endmodule
module uart_tx_out_buffer (
    input logic tx_done_tick_in,
    input logic tx_in,
    input logic rst_n,
    input logic clk,
    output logic tx_out,
    output logic tx_done_tick_out
);
always_ff @(posedge clk or negedge rst_n)  begin
    if (!rst_n) begin
        tx_out <= 1'b1;
        tx_done_tick_out <= 1'b0;
    end
    else begin
        tx_out <= tx_in;
        tx_done_tick_out <= tx_done_tick_in;
    end
end
endmodule

===== design/flow/run.sh =====
#!/bin/bash
# OpenROAD 26Q1-2900-gdf79404cd8, Yosys 0.63+post, stock flow scripts
make -C /OpenROAD-flow-scripts/flow DESIGN_CONFIG=/design/flow/config.mk WORK_HOME=/design/flow/orfs finish

==> impl_metrics.toml <==
# yosys + openroad results
[outcome]
status = "completed"

[critical_path]
crit_path_end_kind = "output pin"
reg2reg_setup_slack_ns = 3.07
crit_required_ns = 4.40
reg2reg_from = "u_counter_s_tick.value[0]"
path_cells = "nor2_1 -> nand2_1 -> clkdlybuf4s50_1"
crit_path_max_fanout = 5
reg2reg_depth = 7
cp.depth = 3
crit_end = "tx"
arrival_ns = 1.55
cp_slowest_cell = "dfrtp_1"
startpoint = "u_uart_tx.state[3]"
slowest_delay_ns = 0.44
critPathLaunchType = "flop"
reg2reg_to = "u_uart_tx.b[3]"
critical-path-top-delay-family = "flip-flops"
crit_buf_inv = 1
crit_type = "flop to output pin"

[final_layout]
syn_to_final_growth_pct = 10.12
n_fill_cell = 698
mostFrequentLayoutCell = "dfrtp_1"
final_cell_mix = "dfrtp_1 (83), nand2_1 (32), xnor2_1 (27), xor2_1 (26), nand3_1 (24)"
utilization_pct = 57.00
drive_gt1_share_pct = 9.602

[clock_tree]
cts_resized = 0
cts_tree = "built"
clk_path_buf_depth = 2
clkLatencyLatePin_ns = 0.35
postCtsHoldBufs = 0
h-tree-depth = 3
clkSinkCount = 85
cts_setup_buffers = 0
cts_root_buf = "clkbuf_8"
cts_buffers = 9
path_clk_slew_ns = 0.08

[yosys]
ys_seq_elements = 85
postSynthSeqShare_pct = 50.07
top_area_share_pct = 48.84
synth_area_sq_mm = 0.004253
ys.warnings.count = 4
syn_area_per_cell_sq_um = 10.45
synthFlopType = "dfrtp_1"
top_cells_by_area = "dfrtp_1 (49%), xnor2_1 (5.6%), xor2_1 (5.4%)"
yosys_area_sq_mm = 0.004253
async_flop_share_pct = 100.0
edf_count = 0
ys_types = 55
postSynthCellCount = 407
ys_cells = 407
yosys.area.top_type = "dfrtp_1"

[placement]
port_buffers = 12
dp_hpwl_microns = 5700
gp_congestion = 0.8472
post-place-ws_ns = 3.119

[route]
via_count = 3068
diodes = 0
viasPerCell = 5.767
drt-total-wl_microns = 8288
drt-wirelength-per-cell_microns = 15.58
route.detailed.drc = 0
drt-initial-drc-count = 143
final_antenna_net_count = 0
drt_pass1_iterations = 4

[final_timing]
period_minus_slack_ns = 2.649
post-route-period-util_pct = 48.17
relSlewSlack_pct = 46.23
setup_tns_ns = 0
skew_ns = 0.008015
slew_viol_final = 0
rsz0062_at_grt = "false"
worstMarginPinSlew_ns = 0.8005
max_freq_ghz = 0.3774
report.final.hold_viol_count = 0
setup_viol = 0
fin_ws_ns = 2.851

[pwr]
irDropWorstVdd_mv = 0.1307
pwr-share-comb_pct = 2.2
power.internal_mw = 0.8931
power.leakage_nw = 2.072
power_per_cell_area_mw_per_mm2 = 238.7
p_seq_share_pct = 56.3
swShare_pct = 20.10
clock_power_share_pct = 41.6
p_switching_mw = 0.2247

[floorplan]
chip_area_sq_mm = 0.008878
rows = 33
die_h_microns = 94.23
die_w_microns = 94.23
coreArea_sq_mm = 0.008217
fp_util_pct = 51.76
io_pins = 13

[worst_hold_path]
worstHoldPathCells = 1
hold_class = "flop to flop"

[grt]
overflow = 0
grt_use_total_pct = 21.54
first_global_vias = 2935
grt_pass1_wl_microns = 14540
antenna_found_initial = 0
grt_start_max_net_pins = 44

[run]
cap_violations = 0
warning_count = 27
==> cell families after synthesis <==
family                   count (synthesis)  share of synthesized area, %
AND/OR/NAND/NOR                        184                         25.27
multiplexers                             1                        0.2648
AND-OR/OR-AND                           49                         8.856
XOR/XNOR                                53                         10.92
flip-flops                              85                         50.07
adder cells (fa/ha/maj)                  7                         2.059
buffers and inverters                   28                         2.559
==> Yosys cell counts (2+ instances only) <==
library cell / count
nor4b_1: 4
nand2_1: 32
o21ai_0: 14
xnor2_1: 27
buf_2: 3
nor3_1: 17
or2_2: 2
a22o_1: 3
nand3_1: 24
clkbuf_1: 7
nor3b_1: 3
xor2_1: 26
nor4_2: 4
o221a_2: 6
o31ai_1: 5
nand2b_1: 2
or4_1: 2
and4_1: 4
and3_1: 9
a21oi_1: 5
nor2_1: 23
dfstp_2: 2
nand4_2: 2
o2bb2ai_1: 3
ha_1: 7
or3_1: 9
nand4_1: 17
dfrtp_1: 83
nor4_1: 19
inv_1: 18
==> worst min path at each step <==
stage,slack [ns],startpoint,endpoint
final,0.48,u_counter_tx_start.value[31],u_counter_tx_start.value[31]
after global routing,0.50,u_counter_tx_start.value[31],u_counter_tx_start.value[31]
after CTS,0.48,u_counter_tx_start.value[31],u_counter_tx_start.value[31]
==> metrics by stage <==
stage | hold WS (ns) | cells | area, sq um | power, mW
6_report | 0.4811 | 532 | 4683 | 1.118
5_1_grt | 0.4971 | 532 | 4683 | 1.162
4_1_cts | 0.4810 | 532 | 4683 | 1.134
3_5_place_dp | 0.4696 | 516 | 4476 | 0.6667
3_3_place_gp | 0.4663 | 516 | 4476 | 0.6667
2_1_floorplan | 0.4429 | 407 | 4253 | 0.6463
==> power by group through the flow <==
stage	combinational, mW	clock (mW)	sequential, mW
CTS	0.0254	0.480	0.629
global route	0.0280	0.504	0.629
finish	0.0242	0.465	0.629
==> routing by layer <==
metal	up-vias	global-route usage, %	part of all wire, %
li1	1522	-	-
met1	1497	39.01	54
met2	40	29.83	42
met3	9	2.551	3.0
met4	0	2.436	1.2
met5	-	0	0
==> sequential cells by signal, summed over array words and instances, names as in the netlist <==
signal	flops
u_uart_tx.s	4
u_uart_tx_out_buffer.tx_out	1
u_counter_s_tick.value	32
u_counter_tx_start.value	32
u_uart_tx_out_buffer.tx_done_tick_out	1
u_uart_tx.state	4
u_uart_tx.n	3
u_uart_tx.b	8
==> final cells by class <==
cell class / count / area [sq um] / area share (%)
sequential: 85 / 2130 / 45.47
inverter: 18 / 67.56 / 1.443
tap: 105 / 131.4 / 2.805
clock buffer: 12 / 135.1 / 2.885
multi-input combinational: 294 / 2014 / 43.01
timing repair buffer: 14 / 132.6 / 2.832
clock inverter: 4 / 72.57 / 1.550
==> worst reg2reg max path, stage by stage, from the launching register on <==
cell and delay [ns]:
dfrtp_1 0.42, inv_1 0.07, ha_1 0.15, nor4b_1 0.24, nand4_1 0.33, nor3_2 0.44
nand4bb_1 0.32, o221a_2 0.34
Power and IR drop assume default switching activity.
